==> config.mk <==
export PLATFORM = sky130hd
export DESIGN_NAME = lfsr
export DESIGN_NICKNAME = lfsr
export VERILOG_FILES = /design/flow/design.v
export SDC_FILE = /design/flow/constraint.sdc
export NUM_CORES = 4
export LEC_CHECK = 1
export CORE_AREA = 10 10 70 70
export DIE_AREA = 0 0 80 80
==> constraint.sdc <==
current_design lfsr

set clk_period 1.2
set clk_io_pct 0.2

create_clock -name clk0 -period $clk_period [get_ports {clk}]

set non_clock_inputs [all_inputs -no_clocks]
set_input_delay [expr $clk_period * $clk_io_pct] -clock clk0 $non_clock_inputs
set_output_delay [expr $clk_period * $clk_io_pct] -clock clk0 [all_outputs]
==> design.v <==
`timescale 1ns / 1ps
module lfsr (input clk, input reset, output reg [3:0] Q, input[3:0] load);
  reg flag;
  always @(posedge clk or posedge reset) begin
    if (reset) begin
      Q <= 4'b0000;
      flag=0;
    end else begin
      if(flag==0)
      begin
        Q=load;
        flag=1;
      end
      Q <= {Q[0] ^ Q[1], Q[3], Q[2], Q[1]};
    end
  end
endmodule
==> run.sh <==
#!/bin/bash
# OpenROAD 26Q1-2900-gdf79404cd8, Yosys 0.63+post, stock flow scripts
make -C /OpenROAD-flow-scripts/flow DESIGN_CONFIG=/design/flow/config.mk WORK_HOME=/design/flow/orfs finish
==> results.sh <==
# source this file to load flow results
export IMPL_outcome="finished clean"
export IMPL_grt_overflow=0
export IMPL_yosys_area_um2=193.9
export IMPL_critPathArrivalTime_ns=0.86
export IMPL_crit_slowest_cell="dfrtp_1"
export IMPL_r2r_start="Q[1]$_DFF_PP0_"
export IMPL_die_h_um=80
export IMPL_finalCriticalPeriod_ns=1.102
export IMPL_finalHoldViolCount=0
export IMPL_top_cell_area_share=0.6452
export IMPL_clk_pin_slew_ns=0.04
export IMPL_powerDensity_nw_per_um2=1286
export IMPL_yosys_cells=13
export IMPL_slowest_delay_ns=0.37
export IMPL_dp_slack_ns=0.09453
export IMPL_setup_slack_ns=0.09752
export IMPL_ctsRootBufferMaster="clkbuf_4"
export IMPL_antennaDiodeCount=0
export IMPL_fin_skew_ns=0.002568
export IMPL_cts_max_level=1
export IMPL_most_common_cell="dfrtp_1"
export IMPL_cts_tree="done"
export IMPL_area_growth_pct=94.84
export IMPL_fin_crit_sh=0.9187
export IMPL_ys_seq_elements=5
export IMPL_warnings=25
export IMPL_crit_buf_inv=1
export IMPL_aoi_share=0
export IMPL_portBuffers=9
export IMPL_end_kind="output pin"
export IMPL_place_inst=68
export IMPL_die_x_um=80
export IMPL_avgSynthCellArea_um2=14.92
export IMPL_cp_max_fo=2
export IMPL_synth_area_um2=193.9
export IMPL_postCtsHoldBufs=0
export IMPL_setup_worst_path_end="Q[1]"
export IMPL_num_rows=21
export IMPL_vias_per_cell=2.122
export IMPL_finalInstanceArea_um2=377.9
export IMPL_ys_seq_share=0.6452
export IMPL_grt_use_total=0.01694
export IMPL_ioPinCount=10
export IMPL_ir_drop_mv=0.1958
export IMPL_r2r_end="Q[3]$_DFF_PP0_"
export IMPL_routedWlPerCell_um=7.419
export IMPL_ant_nets=0
export IMPL_cp_required_ns=0.96
export IMPL_regToRegSetupSlack_ns=0.27
export IMPL_drv_slew=0
export IMPL_stdcell_count=74
export IMPL_start_kind="register"
export IMPL_edf_count=0
export IMPL_drive_gt1_frac=0.2857
export IMPL_fmax_ghz=0.9070
export IMPL_antenna_found_initial=0
export IMPL_crit_type="reg -> out"
export IMPL_ys_sh_simple=0
export IMPL_p_leak_nw=0.1538
export IMPL_ys_types=6
export IMPL_via_count=157
export IMPL_dr_first_iter_drc_count=5
export IMPL_power_w=0.0004858
export IMPL_drc_errors=0
export IMPL_yosysTopAreaCell="dfrtp_1"
export IMPL_drt_total_wl_um=549
export IMPL_setup_violations=0
export IMPL_cpLargestDelayFamily="flip-flops"
export IMPL_synthMuxAreaShare=0.2258
export IMPL_synthXorXnorAreaFrac=0.09032
export IMPL_coreArea_um2=3416
export IMPL_clk_path_buf_depth=2
export IMPL_cts_sinks=5
export IMPL_gp_congestion=0.7080
export IMPL_clkLatencyLatePin_ns=0.24
export IMPL_die_area_um2=6400
export IMPL_synthCells=13
export IMPL_ys_top_logic_family="multiplexers"
export IMPL_cp_depth=1
export IMPL_grt_max_degree=6
export IMPL_tns_ns=0
export IMPL_rsz0062_at_grt="no"
export IMPL_grt_pass1_wl_um=793
export IMPL_top_cells_by_count="dfrtp_1 (5), mux2_2 (3), xnor2_1 (2)"
export IMPL_fp_util=0.05678
export IMPL_hold_path_class="in -> async"
export IMPL_topCellsByArea="dfrtp_1 (65%), mux2_2 (17%), xnor2_1 (9.0%)"
export IMPL_ys_warn_count=1
export IMPL_drtPass1Iterations=2
export IMPL_grt_pass1_vias=163
export IMPL_startpoint="Q[1]$_DFF_PP0_"
export IMPL_r2r_cells=3
export IMPL_synth_async_reset_ratio=1.000
export IMPL_yosys_area_share_adder=0
export IMPL_crit_chain="dlygate4sd2_1"
export IMPL_ys_flop_type="dfrtp_1"
export IMPL_place_area_um2=341.6
export IMPL_cts_buffers=3
export IMPL_nFillCells=401
export IMPL_cap_violations=0
[stage by stage]
| stage | hold WS [ns] | util |
|---|---|---|
| 2_1_floorplan | 0.01852 | - |
| 3_3_place_gp | 0.4504 | 0.1000 |
| 3_5_place_dp | 0.4593 | 0.1000 |
| 4_1_cts | 0.1920 | 0.1106 |
| 5_1_grt | 0.2083 | 0.1106 |
| 6_report | 0.1910 | 0.1106 |
[final cells by class]
type | count | area [um2] | share of cell area
inverter | 1 | 3.754 | 0.009934
tap | 46 | 57.56 | 0.1523
sequential | 5 | 125.1 | 0.3311
timing repair buffer | 11 | 100.1 | 0.2649
clock buffer | 4 | 26.28 | 0.06954
multi-input combinational | 7 | 65.06 | 0.1722
[cell families (layout without fill, tap and decap cells)]
kind of cell / Yosys count / count (layout)
DFF: 5 / 5
muxes: 4 / 4
xor gates and xnor gates: 2 / 2
other: 1 / 1
buffers and inverters: 1 / 16
[sequential cells by signal, summed over array words and instances (netlist names)]
| signal | flops |
|---|---|
| flag | 1 |
| Q | 4 |
[worst min-delay path by stage]
stage | from | end | slack, ns | cells after the start
6_report | reset | Q[2]$_DFF_PP0_ | 0.19 | 2
5_1_grt | reset | Q[2]$_DFF_PP0_ | 0.21 | 2
4_1_cts | reset | Q[2]$_DFF_PP0_ | 0.19 | 2
[layout by cell type (no fill, tap or decap)]
| master | Yosys | routed |
|---|---|---|
| dfrtp_1 | 5 | 5 |
| clkdlybuf4s50_1 | 0 | 5 |
| dlygate4sd2_1 | 0 | 4 |
| mux2_2 | 3 | 3 |
| clkbuf_4 | 0 | 3 |
| xnor2_1 | 2 | 2 |
| buf_4 | 0 | 2 |
| mux2i_1 | 1 | 1 |
| inv_1 | 1 | 1 |
| clkbuf_1 | 0 | 1 |
| conb_1 | 1 | 1 |
[per-layer routing]
layer | share of wire | track usage | vias up
li1 | - | - | 69
met2 | 0.31 | 0.01766 | 11
met5 | 0 | 0 | -
met4 | 0 | 0.001761 | 0
met3 | 0.28 | 0.02614 | 0
met1 | 0.41 | 0.01805 | 77
[power breakdown]
part	switching [W]	total, W	internal [W]
Clock	0.0000714	0.000197	0.000126
Combinational	0.0000245	0.0000867	0.0000622
Sequential	0.0000115	0.000202	0.000190
Total	0.000107	0.000486	0.000378
[what timing repair did]
| item | in CTS | in global routing |
|---|---|---|
| gates resized | 4 | 0 |
| buffers inserted | 2 | 0 |
| endpoints found under the setup margin | 4 | 0 |
